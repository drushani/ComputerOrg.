==> design/flow/design.v <==
module multiplier( clk, rst, signal, dataA, dataB, dataOut ) ;
input [31:0] dataA, dataB ;
input [2:0] signal ; 
input clk, rst ;
output  [63:0] dataOut ;
wire [63:0] multiplicand ;  
wire [31:0] multiplier ;    
wire [63:0] temp1, temp2, temp3, temp4, temp5, temp6, temp7, temp8, temp9, temp10,
            temp11, temp12, temp13, temp14, temp15, temp16, temp17, temp18, temp19,
			temp20, temp21, temp22, temp23, temp24, temp25, temp26, temp27, temp28,
			temp29, temp30, temp31, temp32 ;
wire [63:0] ans1, ans2, ans3, ans4, ans5, ans6, ans7, ans8, ans9, ans10,
            ans11, ans12, ans13, ans14, ans15, ans16, ans17, ans18, ans19, 
			ans20, ans21, ans22, ans23, ans24, ans25, ans26, ans27, ans28,
			ans29, ans30, ans31, ans32;
parameter mul = 3'b100; 
assign multiplicand = { 32'b0, dataA } ;
assign multiplier = dataB ;
assign temp1 = multiplicand;
assign temp2 = {multiplicand[62:0], 1'b0};
assign temp3 = {multiplicand[61:0], 2'b0};
assign temp4 = {multiplicand[60:0], 3'b0};
assign temp5 = {multiplicand[59:0], 4'b0};
assign temp6 = {multiplicand[58:0], 5'b0};
assign temp7 = {multiplicand[57:0], 6'b0};
assign temp8 = {multiplicand[56:0], 7'b0};
assign temp9 = {multiplicand[55:0], 8'b0};
assign temp10 = {multiplicand[54:0], 9'b0};
assign temp11 = {multiplicand[53:0], 10'b0};
assign temp12 = {multiplicand[52:0], 11'b0};
assign temp13 = {multiplicand[51:0], 12'b0};
assign temp14 = {multiplicand[50:0], 13'b0};
assign temp15 = {multiplicand[49:0], 14'b0};
assign temp16 = {multiplicand[48:0], 15'b0};
assign temp17 = {multiplicand[47:0], 16'b0};
assign temp18 = {multiplicand[46:0], 17'b0};
assign temp19 = {multiplicand[45:0], 18'b0};
assign temp20 = {multiplicand[44:0], 19'b0};
assign temp21 = {multiplicand[43:0], 20'b0};
assign temp22 = {multiplicand[42:0], 21'b0};
assign temp23 = {multiplicand[41:0], 22'b0};
assign temp24 = {multiplicand[40:0], 23'b0};
assign temp25 = {multiplicand[39:0], 24'b0};
assign temp26 = {multiplicand[38:0], 25'b0};
assign temp27 = {multiplicand[37:0], 26'b0};
assign temp28 = {multiplicand[36:0], 27'b0};
assign temp29 = {multiplicand[35:0], 28'b0};
assign temp30 = {multiplicand[34:0], 29'b0};
assign temp31 = {multiplicand[33:0], 30'b0};
assign temp32 = {multiplicand[32:0], 31'b0};
multu_1bit mul1(.a(multiplier[0]), .b(temp1), .product(ans1));
multu_1bit mul2(.a(multiplier[1]), .b(temp2), .product(ans2));
multu_1bit mul3(.a(multiplier[2]), .b(temp3), .product(ans3));
multu_1bit mul4(.a(multiplier[3]), .b(temp4), .product(ans4));
multu_1bit mul5(.a(multiplier[4]), .b(temp5), .product(ans5));
multu_1bit mul6(.a(multiplier[5]), .b(temp6), .product(ans6));
multu_1bit mul7(.a(multiplier[6]), .b(temp7), .product(ans7));
multu_1bit mul8(.a(multiplier[7]), .b(temp8), .product(ans8));
multu_1bit mul9(.a(multiplier[8]), .b(temp9), .product(ans9));
multu_1bit mul10(.a(multiplier[9]), .b(temp10), .product(ans10));
multu_1bit mul11(.a(multiplier[10]), .b(temp11), .product(ans11));
multu_1bit mul12(.a(multiplier[11]), .b(temp12), .product(ans12));
multu_1bit mul13(.a(multiplier[12]), .b(temp13), .product(ans13));
multu_1bit mul14(.a(multiplier[13]), .b(temp14), .product(ans14));
multu_1bit mul15(.a(multiplier[14]), .b(temp15), .product(ans15));
multu_1bit mul16(.a(multiplier[15]), .b(temp16), .product(ans16));
multu_1bit mul17(.a(multiplier[16]), .b(temp17), .product(ans17));
multu_1bit mul18(.a(multiplier[17]), .b(temp18), .product(ans18));
multu_1bit mul19(.a(multiplier[18]), .b(temp19), .product(ans19));
multu_1bit mul20(.a(multiplier[19]), .b(temp20), .product(ans20));
multu_1bit mul21(.a(multiplier[20]), .b(temp21), .product(ans21));
multu_1bit mul22(.a(multiplier[21]), .b(temp22), .product(ans22));
multu_1bit mul23(.a(multiplier[22]), .b(temp23), .product(ans23));
multu_1bit mul24(.a(multiplier[23]), .b(temp24), .product(ans24));
multu_1bit mul25(.a(multiplier[24]), .b(temp25), .product(ans25));
multu_1bit mul26(.a(multiplier[25]), .b(temp26), .product(ans26));
multu_1bit mul27(.a(multiplier[26]), .b(temp27), .product(ans27));
multu_1bit mul28(.a(multiplier[27]), .b(temp28), .product(ans28));
multu_1bit mul29(.a(multiplier[28]), .b(temp29), .product(ans29));
multu_1bit mul30(.a(multiplier[29]), .b(temp30), .product(ans30));
multu_1bit mul31(.a(multiplier[30]), .b(temp31), .product(ans31));
multu_1bit mul32(.a(multiplier[31]), .b(temp32), .product(ans32));
assign dataOut = (signal == mul) ? (ans1 + ans2 + ans3 + ans4 + ans5 + ans6 + ans7 + ans8 +
									ans9 + ans10+ ans11+ ans12+ ans13+ ans14+ ans15+ ans16+
									ans17+ ans18+ ans19+ ans20+ ans21+ ans22+ ans23+ ans24+
									ans25+ ans26+ ans27+ ans28+ ans29+ ans30+ ans31+ ans32) : 0 ;
endmodule
module multu_1bit(a, b, product) ;
input a;
input [63:0] b;
output [63:0] product ;
assign product = a ? b : 64'b0 ;
endmodule 
==> design/flow/run.sh <==
#!/bin/bash
# OpenROAD 26Q1-2900-gdf79404cd8, Yosys 0.63+post, stock flow scripts
make -C /OpenROAD-flow-scripts/flow DESIGN_CONFIG=/design/flow/config.mk WORK_HOME=/design/flow/orfs finish
==> design/flow/config.mk <==
export PLATFORM = sky130hd
export DESIGN_NAME = multiplier
export DESIGN_NICKNAME = multiplier
export VERILOG_FILES = /design/flow/design.v
export SDC_FILE = /design/flow/constraint.sdc
export NUM_CORES = 4
export LEC_CHECK = 1
export CORE_UTILIZATION = 50
==> design/flow/constraint.sdc <==
current_design multiplier

set clk_period 27.6
set clk_io_pct 0.2

create_clock -name clk0 -period $clk_period

set non_clock_inputs [all_inputs -no_clocks]
set_input_delay [expr $clk_period * $clk_io_pct] -clock clk0 $non_clock_inputs
set_output_delay [expr $clk_period * $clk_io_pct] -clock clk0 [all_outputs]
==> flow_metrics.tcl <==
# implementation run metrics
set metrics [dict create \
    synth.area.top_cells "fa_1 (55%), inv_1 (9.9%), ha_1 (9.8%)" \
    xor_share 0.0137 \
    ys_area_sq_um 32700 \
    fin_crit_ns 19.56 \
    timing.fmax_mhz 51.1 \
    synthMuxAreaShare 0.000612 \
    ys_seq_share 0 \
    most_common_cell "fa_1" \
    antenna_found_initial 1 \
    drtAntennaViolNets 0 \
    grt_max_degree 51 \
    seq_area_sq_um 0 \
    drcViolationCount 0 \
    critPathMaxStageDelay_ns 0.69 \
    core_area_sq_um 64600 \
    synth_cell_type_count 55 \
    slew_viol_final 0 \
    status "completed" \
    io_buffers 131 \
    simple_gate_area_frac 0.170 \
    synthAoiAreaFrac 0.0389 \
    dieHeight_um 258 \
    cts_setup_buffers 0 \
    flops 0 \
    diodes 0 \
    yosys-top-cells-count "fa_1 (902), inv_1 (859), nand2_1 (780)" \
    fill_cells 6096 \
    tns_ns 0 \
    synthCells 3734 \
    ios 133 \
    chipWidth_um 258 \
    yosysTopAreaCellShare 0.552 \
    hold_buffers 0 \
    synthToLayoutAreaGrowth_pct 6.03 \
    slowest_stage "fa_1" \
    grt_pass1_vias 26065 \
    wl_per_cell_um 19.9 \
    grt-ovfl-total 0 \
    drt_wl_total_um 90500 \
    cp_common_cell "fa_1" \
    rsz0062_at_grt "no" \
    ys_cells 3734 \
    arrival_ns 14.04 \
    grt_pass1_wl_um 146000 \
    first_pass_iters 5 \
    warning_count 34 \
    start_kind "input pin" \
    endpoint_kind "output pin" \
    ys_sh_adder 0.651 \
    placed_area_sq_um 34700 \
    hold_slack_ns 12.20 \
    clock_buffers 0 \
    final_hold_viol_count 0 \
    finalWeightedCongestion 0.919 \
    drv_cap 0 \
    netlist_area_sq_um 32700 \
    grt_use_total 0.311 \
    crit_required_ns 22.08 \
    tightest_slew_ns 0.792 \
    cts-resized-gates 0 \
    cp_max_fo 32 \
    top_area_cell "fa_1" \
    hpwl_um 67100 \
    drive_above_1_share 0.0197 \
    dp.cells 4554 \
    vias_per_cell 5.33 \
    die-area_sq_um 66400 \
    vias 24291 \
    crit_type "input pin to output pin" \
    row_count 93 \
    synth_warnings 0 \
    synthTopLogicFamily "adder cells" \
    syn_avg_cell_area_sq_um 8.76 \
    relSlewSlack 0.468 \
    fp_util 0.506 \
    finalCritPeriodShare 0.709 \
    setup_violations 0 \
    fin_cells 4554 \
    drtIter0Drc 844 \
    design_area_sq_um 34700 \
    hp-class "input pin to output pin" \
]
[layout make-up]
type | instances | area (sq um) | share of cell area
multi-input cells | 2644 | 28600 | 0.824
repair buffers | 196 | 1800 | 0.0519
inverters | 859 | 3220 | 0.0930
well taps | 855 | 1070 | 0.0309
[worst paths after layout]
check	from	endpoint	slack [ns]	depth (start not counted)
worst max-delay path	dataA[20]	dataOut[61]	8.04	27
worst min-delay path	signal[0]	dataOut[8]	12.20	4
[layer usage]
layer	wire length, um	vias up	track usage
li1	-	10679	-
met1	32900	12479	0.415
met2	45600	940	0.504
met3	7590	193	0.0963
met4	4460	0	0.109
met5	0	-	0
[metrics by stage]
| step | utilization | worst slack, ns |
|---|---|---|
| floorplan | - | 9.95 |
| global placement | 0.537 | 8.14 |
| detailed placement | 0.537 | 8.11 |
| CTS | 0.537 | 8.09 |
| global route | 0.537 | 7.55 |
| finish | 0.537 | 8.04 |
[logic make-up (layout without fill, tap and decap cells)]
logic type | count (synthesis) | in the layout
muxes | 2 | 2
xor gates and xnor gates | 51 | 51
adders and majority gates | 1159 | 1159
AOI/OAI and AO/OA | 200 | 200
buffers and inverters | 1090 | 1055
and+or+nand+nor | 1232 | 1232
[layout by cell type, fill, tap and decap left out, types with 26 or more instances in the layout]
master / synthesis / routed
a21o_1: 29 / 29
a21oi_1: 72 / 72
and2_1: 289 / 289
buf_4: 4 / 65
clkdlybuf4s50_1: 0 / 131
fa_1: 902 / 902
ha_1: 257 / 257
inv_1: 859 / 859
nand2_1: 780 / 780
nand4_1: 26 / 26
nor2_1: 76 / 76
o21ai_0: 28 / 28
xnor2_1: 30 / 30
[critical path, delay by kind of cell]
family,cells,cell delay (ns)
AND-OR/OR-AND,3,0.71
XOR/XNOR,1,0.08
AND/OR/NAND/NOR,6,1.55
buffers and inverters,8,1.71
adder cells (fa/ha/maj),9,4.44
